$ cat ./constraint.sdc
current_design counter

set clk_period 2.6
set clk_io_pct 0.2

create_clock -name clk0 -period $clk_period [get_ports {clk}]

set non_clock_inputs [all_inputs -no_clocks]
set_input_delay [expr $clk_period * $clk_io_pct] -clock clk0 $non_clock_inputs
set_output_delay [expr $clk_period * $clk_io_pct] -clock clk0 [all_outputs]
$ cat ./config.mk
export PLATFORM = sky130hd
export DESIGN_NAME = counter
export DESIGN_NICKNAME = counter
export VERILOG_FILES = /design/flow/design.v
export SDC_FILE = /design/flow/constraint.sdc
export NUM_CORES = 4
export LEC_CHECK = 1
export CORE_AREA = 10 10 70 70
export DIE_AREA = 0 0 80 80
$ cat ./design.v
module counter#(
    parameter WIDTH = 8
)(
    input logic             clk,     
    input logic             rst,     
    input logic             en,      
    output logic [WIDTH-1:0] count    
);
always_ff @ (posedge clk)  
        if (rst) count <= {WIDTH{1'b0}};  
        else     count <= count + {{WIDTH-1{1'b0}}, en};  
endmodule
$ cat ./run.sh
#!/bin/bash
# OpenROAD 26Q1-2900-gdf79404cd8, Yosys 0.63+post, stock flow scripts
make -C /OpenROAD-flow-scripts/flow DESIGN_CONFIG=/design/flow/config.mk WORK_HOME=/design/flow/orfs finish
==> qor.yml <==
largest_register_ffs: 8
coreArea_um2: 3416
clk_pin_slew_ns: 0.05
fmax_mhz: 553.2
fin_skew_ns: 0.004464
grt_pass1_vias: 293
holdPathStages: 2
syn_area_um2: 315.3
grt_max_degree: 9
overflow: 0
startpoint_type: "input pin"
numCtsBuffers: 3
setup_violations: 0
portBuffers: 10
worstMarginPinSlew_ns: 0.3016
ys_warn_count: 1
die_y_um: 80
reg_top3: "count x8"
vias: 284
max_slew_margin_pct: 79.83
regMostFlops: "count"
antenna_cells: 0
hold_buffers: 0
yosys_cells: 33
track_usage_pct: 2.627
syn_avg_cell_area_um2: 9.555
dr.pass1.iters: 2
ctsHtreeMaxLevel: 1
clk_latency_ns: 0.25
die-area_um2: 6400
syn_inst: 33
path_class: "input pin to flip-flop"
critPathMaxFanout: 3
worst_hold_startpoint: "count[7]"
ys_seq_share_pct: 50.79
finalWorstPathRequiredPeriod_ns: 1.808
fin_area_um2: 495.5
ant_nets: 0
drt_iter0_drc: 17
hp-class: "flip-flop to flip-flop"
leakagePower_uw: 0.0001609
clkSinkCount: 8
ios: 11
reg2reg_slack_ns: 1.19
p_per_area_nw_per_um2: 483.4
layout-drive-gt1-share_pct: 8.696
max-clock-path-buffers: 2
fin_crit_sh_pct: 69.53
lay_top_cells: "clkdlybuf4s50_1, dfxtp_1"
cts-resized-gates: 0
worstSetupEndpointType: "flip-flop"
final.setup.tns_ns: 0
rr_worst_depth: 5
cts_tree: "done"
status: "complete, no violations"
r2r_start: "count[0]"
cp.arrival_ns: 1.99
synth_top_cell_by_area: "dfxtp_1"
wirelength_um: 785
num_rows: 21
die_w_um: 80
drv_cap: 0
place_hpwl_um: 607.2
ys_types: 14
grt_pass1_wl_um: 1311
finalHoldViolCount: 0
yosys-top-cells-area: "dfxtp_1, ha_1, or3_1, xnor2_1, a21oi_1"
drv_slew: 0
r2r-end: "count[6]"
top_area_share_pct: 50.79
yosysChipArea_um2: 315.3
warnings: 25
antenna_found_initial: 0
avgRoutedWirePerCell_um: 8.533
cts-root-buf: "clkbuf_4"
numSynthFlops: 8
fin_util_pct: 14.51
timing.hold.ws_ns: 0.4860
via_per_inst: 3.087
placed_cell_area_um2: 473.0
postCtsSetupBuffers: 0
drc_errors: 0
layout.cells.most_common: "clkdlybuf4s50_1"
vdd_drop_max_mv: 0.2902
area_growth_pct: 57.14
gp_congestion: 0.7188
fp_util_pct: 9.231
cp.required_ns: 2.78
grt_setup_unrepaired: "no"
hold_end: "count[7]"
power.total_uw: 239.5
## layer usage
layer | vias to the layer above | GRT usage, % | share of wire (%)
li1 | 144 | - | -
met1 | 126 | 3.430 | 54
met2 | 14 | 2.970 | 29
met3 | 0 | 2.727 | 17
met4 | 0 | 0.1761 | 0
met5 | - | 0 | 0
## stage by stage
step / setup WS, ns / instances
floorplan: 1.098 / 33
global placement: 0.5692 / 89
detailed placement: 0.5303 / 89
CTS: 0.7908 / 92
global route: 0.6594 / 92
finish: 0.7923 / 92
## cell usage after synthesis, drive strengths merged
cell type / count
a21oi: 3
and3: 1
dfxtp: 8
ha: 2
inv: 1
nand2: 1
nand3: 2
nand4: 1
nor2: 3
nor2b: 2
o21ai: 3
or3: 3
xnor2: 2
xor2: 1
## worst max path at each step
stage,startpoint,to,slack [ns],cells past startpoint
6_report,en,count[6],0.79,6
5_1_grt,en,count[6],0.66,6
4_1_cts,en,count[6],0.79,6
## critical path: stages
cell             delay [ns]
clkdlybuf4s50_1        0.46
ha_1                   0.18
ha_1                   0.19
nand3_1                0.13
or3_1                  0.37
a21oi_1                0.14
## cell families after synthesis
family	synth area share, %
fa+ha+maj	7.935
xor+xnor	8.335
buf+inv	1.189
simple gates	22.22
flops	50.79
compound gates	9.521
## final cells by class
type / count / area [µm²]
Clock buffer: 3 / 22.52
Fill cell: 394 / 2920
Inverter: 1 / 3.754
Multi-Input combinational cell: 24 / 151.4
Sequential cell: 8 / 160.2
Tap cell: 46 / 57.56
Timing Repair Buffer: 10 / 100.1
## power breakdown
part / internal, µW / switching [µW] / total (µW) / leakage (µW)
logic: 11.7 / 5.59 / 17.2 / 0.0000822
registers: 126 / 2.52 / 129 / 0.0000648
clock network: 52.7 / 40.9 / 93.6 / 0.0000138
total: 190 / 49.0 / 240 / 0.000161
Power figures rest on the tool's default switching activity, not on a simulated workload.
